===== flow/constraint.sdc =====
current_design CP0

set clk_period 9.4
set clk_io_pct 0.2

create_clock -name clk0 -period $clk_period [get_ports {clk}]

set non_clock_inputs [all_inputs -no_clocks]
set_input_delay [expr $clk_period * $clk_io_pct] -clock clk0 $non_clock_inputs
set_output_delay [expr $clk_period * $clk_io_pct] -clock clk0 [all_outputs]

===== flow/run.sh =====
#!/bin/bash
# OpenROAD 26Q1-2900-gdf79404cd8, Yosys 0.63+post, stock flow scripts
make -C /OpenROAD-flow-scripts/flow DESIGN_CONFIG=/design/flow/config.mk WORK_HOME=/design/flow/orfs finish

===== flow/design.v =====
module CP0(
    input clk,
    input rst,
    input [31:0] CP0_DATA_IN,            
    input [31:0] CP0_PC_IN,              
    input [15:0] CP0_CONTROL,            
    output [31: 0] Status_OUT,          
    output [31: 0] Cause_OUT,
    output [31: 0] BadAddr_OUT,
    output [31: 0] EPC_OUT,
    output [31: 0] Count_OUT,
    output [31: 0] Compare_OUT,
    output INT
);
    reg [31: 0] EPC;
    reg [31: 0] BadVAddr;
    reg         Cause_BD;
    reg         Cause_TI;
    reg [5 : 0] Cause_IP_7_2;
    reg [1 : 0] Cause_IP_1_0;
    reg [4 : 0] Cause_ExcCode;
    reg [7 : 0] Status_IM_7_0;
    reg         Status_EXL;
    reg         Status_IE;
    reg [31: 0] Count;
    reg         tick;
    reg [31: 0] Compare; 
    assign Status_OUT  = { 9'b0, 1'b1,6'b0,Status_IM_7_0, 6'b0, Status_EXL, Status_IE };
    assign Cause_OUT   = { Cause_BD,15'b0, Cause_IP_7_2, Cause_IP_1_0, 1'b0, Cause_ExcCode, 2'b0 };
    assign BadAddr_OUT =   BadVAddr;
    assign EPC_OUT     =   EPC;
    assign Count_OUT   =   Count;
    assign Compare_OUT =   Compare;
    assign INT         =   ((Cause_IP_1_0 & Status_IM_7_0[1:0]) != 2'b00) & (Status_IE == 1'b1) & (Status_EXL == 1'b0);
    wire [31: 0] CP0_IN;
    wire [31: 0] BadAddr_IN;
    wire [31: 0] BDPC;
    mux2 MBDPC (
        .In0        ( CP0_PC_IN          ),      
        .In1        ( CP0_PC_IN - 32'd4  ),      
        .Op         ( CP0_CONTROL[6]     ),      
        .Out        ( BDPC               )       
    );
    mux2 MEPCIN (
        .In0        ( CP0_DATA_IN     ),         
        .In1        ( BDPC            ),         
        .Op         ( CP0_CONTROL[13] ),         
        .Out        ( CP0_IN          )          
    );
    mux2 MBADADDR (
        .In0    ( CP0_IN          ),
        .In1    ( CP0_DATA_IN     ),
        .Op     ( CP0_CONTROL[11] ),         
        .Out    ( BadAddr_IN      )          
    );
    always @(posedge clk)
    begin
        if(rst)
        begin
            EPC           <= 32'b0;
            BadVAddr      <= 32'b0;
            Cause_BD      <= 1'b0;
            Cause_TI      <= 1'b0;
            Cause_IP_7_2  <= 6'b0;
            Cause_IP_1_0  <= 2'b0;
            Cause_ExcCode <= 5'b0;
            Status_IM_7_0 <= 8'b0;
            Status_IE     <= 1'b0;
            Count         <= 32'b0;
            tick          <= 1'b0;
        end
        if(!rst)
            tick          <= ~tick;
        if (CP0_CONTROL[0])                      
        begin
            if(CP0_CONTROL[13] & Status_EXL)
                EPC <= EPC;
            else
                EPC <= CP0_IN;
        end
        if (CP0_CONTROL[12])                     
        begin
            BadVAddr <= BadAddr_IN;
        end
        if (CP0_CONTROL[10])                     
        begin
            Status_IM_7_0 <= CP0_IN[15: 8];
            Status_IE     <= CP0_IN[0];
        end
        if (CP0_CONTROL[8])                      
        begin
        end
        if (CP0_CONTROL[5])                  
        begin
            Cause_IP_1_0  <= CP0_IN[9 : 8];
        end
        if (CP0_CONTROL[7] & !Status_EXL)                  
        begin
            Cause_BD      <= CP0_CONTROL[6];      
        end
        if (CP0_CONTROL[4])                  
        begin
            Cause_ExcCode <=    ( (Cause_IP_1_0 != 2'b00) & (Status_IE == 1'b1) & (Status_EXL == 1'b0)) ? 5'b00000 : 
                                ( CP0_CONTROL[3:1] == 3'b001) ? 5'b00100 :       
                                ( CP0_CONTROL[3:1] == 3'b010) ? 5'b00101 :       
                                ( CP0_CONTROL[3:1] == 3'b011) ? 5'b01000 :       
                                ( CP0_CONTROL[3:1] == 3'b100) ? 5'b01001 :       
                                ( CP0_CONTROL[3:1] == 3'b101) ? 5'b01010 :       
                                ( CP0_CONTROL[3:1] == 3'b110) ? 5'b01100 :       
                                5'b0;
        end
        if(CP0_CONTROL[14])
        begin
            Count          <= CP0_IN;  
        end
        if(!CP0_CONTROL[14] & tick)
        begin
            Count          <= Count + 1'b1;
        end
        if(CP0_CONTROL[15])
        begin
            Compare        <= CP0_IN; 
            Cause_TI       <= 1'b0;
        end
        if(!CP0_CONTROL[15] & Count == Compare)
        begin
            Cause_TI       <= 1'b1;
        end
    end
    always @(posedge clk) begin
        if(rst)
            Status_EXL     <= 1'b0;
        else if(CP0_CONTROL[8])
            Status_EXL     <= CP0_CONTROL[9];
        else if(CP0_CONTROL[10])
            Status_EXL     <= CP0_IN[1];
    end
endmodule
module mux2
#(parameter width = 32)(
	input [width-1:0] In0,
	input [width-1:0] In1,
	input Op,
	output reg [width-1:0] Out
    );
	always @(*) begin
		case (Op)
			0: Out = In0;
			1: Out = In1;
		endcase
	end
endmodule
module mux4
#(parameter width = 32)(
	input [width-1:0] In0,
	input [width-1:0] In1,
	input [width-1:0] In2,
	input [width-1:0] In3,
	input [1:0] Op,
	output reg [width-1:0] Out
    );
	always @(*) begin
		case (Op)
			0: Out = In0;
			1: Out = In1;
			2: Out = In2;
			3: Out = In3;
		endcase
	end
endmodule
module mux8
#(parameter width = 32)(
	input [width-1:0] In0,
	input [width-1:0] In1,
	input [width-1:0] In2,
	input [width-1:0] In3,
	input [width-1:0] In4,
	input [width-1:0] In5,
	input [width-1:0] In6,
	input [width-1:0] In7,
	input [2:0] Op,
	output reg [width-1:0] Out
    );
	always @(*) begin
		case (Op)
			0: Out = In0;
			1: Out = In1;
			2: Out = In2;
			3: Out = In3;
			4: Out = In4;
			5: Out = In5;
			6: Out = In6;
			7: Out = In7;
		endcase
	end
endmodule

===== flow/config.mk =====
export PLATFORM = sky130hd
export DESIGN_NAME = CP0
export DESIGN_NICKNAME = CP0
export VERILOG_FILES = /design/flow/design.v
export SDC_FILE = /design/flow/constraint.sdc
export NUM_CORES = 4
export LEC_CHECK = 1
export CORE_UTILIZATION = 30

==> out/qor.csv <==
metric;value;unit
die_area;25400;um^2
portBuffers;227;
peakVddDrop;0.108;mV
skew;0.0134;ns
wirelength;21900;um
seq_area;4360;um^2
cts_root_buffer;clkbuf_16;
clk_latency;0.43;ns
fin_crit;4.31;ns
top_area_cell;edfxtp_1;
syn2layout_area_growth;41.3;%
grtUsageTotal;18.1;%
num_vias;5626;
cp_slowest_stage_delay;0.58;ns
endpoint_kind;flop;
top_cells_by_count;edfxtp_1, buf_4, nor2_1;
ys_warn_count;2;
postSynthCellCount;644;
worstPathMaxFanout;5;
startpoint;CP0_PC_IN[13];
ctsResizeCount;0;
power_density;172;nW/um^2
slew_headroom;47.2;%
p_leak;3.75;nW
met2_usage;25.6;%
finalCritPeriodShare;45.8;%
rows;57;
ys_cells;644;
p_total;1.81;mW
wl_per_cell;18.1;um
status;completed;
ios;275;
synth-async-reset-ratio;0;%
max_clock_freq;0.232;GHz
postCtsSetupRepairBufs;0;
fp_util;30.6;%
min_from;tick;
drc;0;
timing.rr.start;Count[0];
warning_count;25;
yosysTopAreaCellShare;58.1;%
topCellsByArea;edfxtp_1, buf_4, and2_1;
path_cells;clkdlybuf4s50_1, nor4_1, nand4_1, or4_1, xor2_1, a21oi_1, and2_1;
tritoncts;yes;
crit_buf_inv;1;
grtUsageMet3;6.88;%
ant_nets;0;
tns;0;ns
grt_pass1_vias;5383;
finalSetupViolations;0;
core;24300;um^2
worstPathArrival;4.48;ns
synth-edff-count;144;
drive_gt1_share;7.26;%
criticalPathCategory;in2reg;
post-dp-hpwl;16200;um
holdCritPathClass;reg2reg;
fill_cells;2222;
synth.most_common_cell;edfxtp_1;
grt_overflow;0;
yosys_area;7440;um^2
grt_pass1_wl;32600;um
ctsHoldBuffers;0;
worst_pin_slew;0.786;ns
cts_sinks;146;
grt_max_degree;67;
cap_violations;0;
synth_top_flop_cell;edfxtp_1;
die_w;159;um
numSynthFlops;146;
logic_area;2730;um^2
worstSetupStartpointType;input port;
gp_congestion;0.850;
viasPerCell;4.66;
syn_area;7440;um^2
synth_cell_types;48;
numCtsBuffers;17;
first_pass_iters;4;
maxSlewViolCount;0;
antenna_found_initial;1;
drtIter0Drc;352;
rsz0062_at_grt;false;
cp.required;9.58;ns
ys_seq_share;58.7;%
grt.met1_usage;27.6;%
cpLargestDelayFamily;simple AND/OR/NAND/NOR gates;
cts.clk_slew.worst_paths;0.06;ns
critical_path.slowest_cell;nor4_1;
cts-htree-levels;4;
die_h;159;um
hold_violations;0;
top_usage_layer;met1;
clk_path_buf_depth;2;
syn_avg_cell_area;11.5;um^2
==> cell families after synthesis <==
group                      share of synthesized area, %
AOI/OAI and AO/OA                                  9.94
xor gates and xnor gates                           7.07
and+or+nand+nor                                    16.0
adders and majority gates                         0.336
buffers and inverters                              7.18
other                                             0.101
muxes                                             0.690
DFF                                                58.7
==> cell usage in the layout, fill, tap and decap left out, drive strengths merged, types with 3 or more instances in the layout <==
cell,n
clkbuf,17
o21ai,32
xor2,30
bufinv,3
and3,3
clkdlybuf4s50,225
nand2,32
nand3,22
and2,44
nand4,12
and4,3
inv,19
nor3,16
conb,47
edfxtp,144
nor2,49
buf,13
mux2i,4
xnor2,30
nor4,8
o22ai,4
o2bb2ai,19
or4,9
o211a,7
clkinv,6
or3,3
a21oi,50
nor2b,6
or2,5
==> final timing paths <==
kind          endpoint  slack, ns  depth (start not counted)
min reg2reg       tick       0.44                          1
min               tick       0.44                          1
max            EPC[18]       5.09                          7
max reg2reg  Count[28]       6.98                          6
==> flip-flops by register name, summed over array words and instances (netlist names) <==
| signal | count |
|---|---|
| Compare | 32 |
| Cause_BD | 1 |
| Status_EXL | 1 |
| Status_IE | 1 |
| EPC | 32 |
| Cause_IP_1_0 | 2 |
| Cause_ExcCode | 4 |
| Count | 32 |
| BadVAddr | 32 |
| Status_IM_7_0 | 8 |
| tick | 1 |
==> per-stage QoR <==
step	cell area, um^2	setup WS [ns]	utilization, %	std cells	hold WS, ns
2_1_floorplan	7610	4.80	-	689	0.401
3_3_place_gp	9900	4.76	40.7	1174	0.411
3_5_place_dp	9900	4.69	40.7	1174	0.416
4_1_cts	10500	5.13	43.2	1206	0.447
5_1_grt	10500	4.91	43.2	1206	0.467
6_report	10500	5.09	43.2	1207	0.442
==> layer usage <==
metal  routed length (um)  vias up
met5                    0        -
met1                 9710     2642
li1                     -     2701
met4                  550        0
met3                 2090       27
met2                 9520      256
==> report_power, final <==
part,total (mW),switching [mW],internal [mW]
Sequential,0.829,0.0356,0.794
Combinational,0.283,0.111,0.171
Clock,0.698,0.277,0.421
==> area by class of cell <==
| class | instances | share of cell area [%] |
|---|---|---|
| tap | 324 | 3.86 |
| timing repair buffer | 238 | 22.3 |
| antenna | 1 | 0.0238 |
| clock inverter | 15 | 1.74 |
| multi-input combinational | 451 | 25.9 |
| inverter | 15 | 0.536 |
| sequential | 146 | 41.5 |
| clock buffer | 17 | 4.05 |
